**flow/constraint.sdc**
```tcl
current_design robsmult

set clk_period 1.5
set clk_io_pct 0.2

create_clock -name clk0 -period $clk_period [get_ports {clk}]

set non_clock_inputs [all_inputs -no_clocks]
set_input_delay [expr $clk_period * $clk_io_pct] -clock clk0 $non_clock_inputs
set_output_delay [expr $clk_period * $clk_io_pct] -clock clk0 [all_outputs]
```
**flow/run.sh**
```bash
#!/bin/bash
# OpenROAD 26Q1-2900-gdf79404cd8, Yosys 0.63+post, stock flow scripts
make -C /OpenROAD-flow-scripts/flow DESIGN_CONFIG=/design/flow/config.mk WORK_HOME=/design/flow/orfs finish
```
**flow/config.mk**
```make
export PLATFORM = sky130hd
export DESIGN_NAME = robsmult
export DESIGN_NICKNAME = robsmult
export VERILOG_FILES = /design/flow/design.v
export SDC_FILE = /design/flow/constraint.sdc
export NUM_CORES = 4
export LEC_CHECK = 1
export CORE_UTILIZATION = 30
```
**flow/design.v**
```verilog
module addsub #(parameter dw=8)		  
(
  input        [dw-1:0] dataa,
  input        [dw-1:0] datab,
  input                 add_sub,	  
  output logic [dw-1:0] result
);
always_comb begin
    if (add_sub == 1) begin
        result = dataa + datab;
    end
    else begin
        result = dataa - datab;
    end
end
endmodule
module counter_down	#(parameter dw=8, WIDTH=7)
(
  input                 clk,
  input                 reset,
  input                 ena,
  output logic [dw-1:0] result);
  always @(posedge clk)	 begin
      if (reset == 1 && ena == 1) begin
          result <= WIDTH;
      end
      else if (reset == 1 && ena == 0) begin
          result <= WIDTH;
      end
      else if (reset == 0 && ena == 1) begin
          result <= result - 1;
      end
  end
endmodule
module mux2 #(parameter WIDTH = 8)
 (input        [WIDTH-1:0] d0, d1,
  input                    s,
  output logic [WIDTH-1:0] y);
  always_comb begin
      if (s == 0) begin
          y = d0;
      end
      else begin
          y = d1;
      end
  end
endmodule
module mux3 #(parameter WIDTH = 8)
  (input       [WIDTH-1:0] d0, d1, d2,
   input       [1:0]       s, 	 
   output logic[WIDTH-1:0] y);
   always_comb begin
       if (s == 2'b00) begin
           y = d0;
       end
       else if (s == 2'b01) begin
           y = d1;
       end
       else begin
           y = d2;
       end
   end
endmodule
module mux5 (input        d0, d1, d2, d3, d4,
             input [2:0]  s,
             output logic y);
always_comb begin    
    case(s)
        0: y = d0;
        1: y = d1;
        2: y = d2;
        3: y = d3;
        4: y = d4;
        5: y = 0;
        6: y = 0;
        7: y = 0;
    endcase
end
endmodule
module register # (parameter N = 8)
   (input                clk,    
    input                load,
    input                clear,
    input        [N-1:0] in,
    output logic [N-1:0] out
    );
  always_ff @ (posedge clk, posedge clear)    begin
      if (clear == 1) begin
          out <= 0;
      end
      else if (clear == 0 && load == 1) begin
          out <= in;
      end
end
endmodule
module register_hl # (parameter N = 16)
 (input                clk,
  input [N/2-1:0]      inh,
  input [N/2-1:0]      inl,
  input                loadh,
  input                loadl,
  input                clear,
  output logic[N-1:0]  out	  	);
  always_ff @ (posedge clk, posedge clear) begin
      if (clear == 1) begin
          out <= 0;
      end
      else if (loadh == 0 && loadl == 1) begin
          out[N/2-1:0] <= inl;
      end
      else if (loadh == 1 && loadl == 0) begin
          out[N-1:N/2] <= inh;
      end
      else if (loadh == 1 && loadl == 1) begin
          out[N-1:N/2] <= inh;
          out[N/2-1:0] <= inl;
      end
  end
endmodule
module right_shift_register #(parameter WIDTH = 16)(
    input                    clk,
    input                    enable,
    input        signed [WIDTH-1:0] in,  
    input                    mode,  
    output logic signed [WIDTH-1:0] out);  
	always @(posedge clk) begin
        if (enable == 1 && mode == 1) begin
            out <= in>>1;
        end
        else if (enable == 1 && mode == 0) begin
            out <= in>>>1;
        end
    end
endmodule
module robs_control_unit_micro(
	input clk, reset,
	input zq, zy, zr,
	output[14:0] c,
	output logic done
	);
    wire load_incr;
    wire [4:0] upc;
    wire [22:0] uinstr;
    upcreg upc_reg(.clk, .reset, .load_incr, .upc_next(uinstr[19:15]), .upc);
    mux5 cs_mux(.d0(1'b0), .d1(zq), .d2(zr), .d3(zy), .d4(1'b1), .s(uinstr[22:20]), .y(load_incr));
    rom control_memory(.addr(upc), .data(uinstr));
	assign c = uinstr[14:0];		 
    always_latch 
      if     (reset)     done = 0;
      else if(upc == 17) done = 1;
endmodule
module robs_datapath #(parameter WIDTH = 8)
    (
	input             clk,
	                  reset,
	input [WIDTH-1:0] multiplier,
	                  multiplicand,
	input[14:0]       c,
	output logic[WIDTH*2-1:0] product,
	output logic              zq, zr
	);
	wire [WIDTH-1:0] y, a, in_x, x, in_rh, in_rl, alu_out, q;
	wire [WIDTH*2-1:0] r, sr;
	register #(.N(WIDTH)) reg_y(.clk(clk), .in(multiplicand), .out(y), .load(c[0]), .clear(1'b0));
	register #(.N(WIDTH)) reg_a(.clk, .in(r[WIDTH*2-1:WIDTH]), .out(a), .load(c[14]), .clear(c[2]));
	register #(.N(WIDTH)) reg_x(.clk, .in(in_x), .out(x), .load(c[3]), .clear(1'b0));
	register_hl reg_r(.clk(clk), .inh(in_rh), .inl(in_rl), .loadh(c[8]), .loadl(c[9]), .clear(1'b0), .out(r));
	right_shift_register #(.WIDTH(2*WIDTH)) sign_ext(.clk, .enable(c[12]), .in(r), .mode(c[11]), .out(sr));
	mux2 #(.WIDTH(WIDTH)) mux_x(.d0(multiplier), .d1(r[WIDTH-1:0]), .s(c[7]), .y(in_x));
	mux3 #(.WIDTH(WIDTH)) mux_rh(.d0(a), .d1(sr[WIDTH*2-1:WIDTH]), .d2(alu_out), .s(c[5:4]), .y(in_rh));
	mux2 #(.WIDTH(WIDTH)) mux_rl(.d0(x), .d1(sr[WIDTH-1:0]), .s(c[6]), .y(in_rl));
	addsub #(.dw(WIDTH)) addsub(.dataa(r[WIDTH*2-1:WIDTH]), .datab(y), .add_sub(c[10]), .result(alu_out));
	counter_down #(.dw(WIDTH),.WIDTH(WIDTH-1)) decrement8(.clk, .reset(c[1]), .ena(c[13]), .result(q));
	assign product = {a,x};			  
    always_comb begin
        if (r%2 == 0) begin
            zr = 1;
        end
        else begin
            zr = 0;
        end
        if (q%8 == 0) begin
            zq = 1;
        end
        else begin
            zq = 0;
        end
    end
endmodule
module robsmult #(parameter WIDTH = 8)
  (
  input clk,
  input reset,
  input [WIDTH-1:0] multiplier,
  input [WIDTH-1:0] multiplicand,
  output [WIDTH*2-1:0] product,  
  output done  
  );
  wire[14:0] c;	
  wire zq, zy, zr;
  robs_control_unit_micro cu(.clk, .reset, .zq, .zy, .zr, .c, .done);	
  robs_datapath #(.WIDTH(WIDTH)) dp(.clk, .reset, .multiplier, .multiplicand, .c, .product, .zq, .zr);
  assign zy = ~multiplicand[WIDTH-1];	 
endmodule
module rom(
  input       [ 4:0] addr,
  output logic[22:0] data);
  logic  [22:0] mem[18];     
  initial begin
    for(int i=0; i<18; i++) begin
      mem[i] = '0;			 
    end
    mem[00] = 23'b00000001000000000000011;
    mem[01] = 23'b00000010000000000001100;
    mem[02] = 23'b00000011000001100000000;
    mem[03] = 23'b00101100000000000000000;
    mem[04] = 23'b01000110000000000000000;
    mem[05] = 23'b00000110000010100100000;
    mem[06] = 23'b01101001000000000000000;
    mem[07] = 23'b00001000001000000000000;
    mem[08] = 23'b10001010000000000000000;
    mem[09] = 23'b00001010001100000000000;
    mem[10] = 23'b00001011010001101010000;
    mem[11] = 23'b10000011000000000000000;
    mem[12] = 23'b01001110000000000000000;
    mem[13] = 23'b00001110000000100100000;
    mem[14] = 23'b00001111001000000000000;
    mem[15] = 23'b00010000000001101010000;
    mem[16] = 23'b00010001100000010001000;
    mem[17] = 23'b10010001000000000000000;
  end
    assign data = mem[addr];
endmodule
module upcreg(
  input              clk,
  input              reset,
  input              load_incr,
  input [4:0]        upc_next,
  output logic [4:0] upc);
  always_ff @ (posedge clk, posedge reset) begin
      if (reset == 1) begin
          upc <= 0;
      end
      else if (reset == 0 && load_incr == 1) begin
          upc <= upc_next;
      end
      else if (reset == 0 && load_incr == 0) begin
          upc <= upc + 1;
      end
  end
endmodule
```
==> results_slide.txt <==
Implementation Results

Outcome
  – Status: complete, but fails checks
  – Violated checks: setup timing

Flow run
  – Max cap viols: 0
  – Number of OpenROAD warnings: 35

Yosys
  – Top area cell types: edfxtp_1 41%, dfrtp_1 9.5%, mux2_2 9.2%, ha_1 6.6%, a21oi_1 3.1%
  – Synth async-reset ratio: around 20%
  – Most frequent cell after synthesis: edfxtp_1
  – Most frequent cells after synthesis: 47 x edfxtp_1, 28 x mux2_2, 21 x a21oi_1
  – Post-synth cell types: between 40 and 50
  – Synth Register Bits: around 65
  – Yosys stat area: around 3400 sq um
  – Max-area cell share: roughly two fifths
  – Mapped Area: roughly 3400 sq um
  – Cell count in the Yosys report: ~280
  – Number of synthesized flops with an enable pin: ~47
  – Syn_area_per_cell: approximately 12 sq um
  – Warnings, synthesis: 12
  – Top cell type by total area after synthesis: edfxtp_1
  – Main flop type: edfxtp_1
  – Cells after Synth: around 280

Global route
  – Total gr overflow: 0
  – Number of global-route vias before repair: about 2500
  – First-pass GRT wire length: roughly 12 mm
  – Met3 usage: around 4.3%
  – Grt peak-use layer: met1
  – Largest net degree at the start of global routing: 26
  – GR Layer Usage met1: 21.78%
  – Met2 Use GR: 19.85%
  – Antenna violations before repair: 0
  – GR Util All Layers: a little over an eighth

Worst hold path
  – Hold WC Path Type: in2async

Detailed routing
  – Vias per cell: approximately 4.6
  – Routed wire length: 7.367 mm
  – Residual DRC: 0
  – Number of iterations in the first detailed-routing pass: 4
  – Iter 0 DRT Violations: around 76
  – WL/cell: 13.64 microns
  – Vias: approximately 2500
  – Routed Antenna Nets: 0
  – Antenna cell count: 0

Clocking
  – Clock root buffer: clkbuf_16
  – Clock latency on the worst-skew pair: 0.33 ns
  – Clock Path Buffers: 2
  – Hold buffers post-CTS: 0
  – Clk slew on worst S/H paths: about 0.050 ns
  – TritonCTS buffer count: 9
  – CTS tree: done
  – CTS H-tree lvls: 3

Setup path
  – Worst-path maximum fanout: 4
  – Startpoint Class: flop
  – CP Class: reg2reg
  – Critical path required time: around 1.6 ns
  – Setup slack, reg-to-reg: -1.15 ns
  – Crit end category: flop
  – CP arrival: 2.72 ns

Final timing
  – Count of unclocked register or latch pins: 1
  – Fmax: between 300 and 400 MHz
  – Final Worst Setup Slack: -1.154 ns
  – Number of unconstrained endpoints: 2
  – Tcrit/Tclk final: 177.0%
  – Pin slew with the least headroom to its limit: approximately 0.43 ns
  – Clk_skew: between 0.006 and 0.007 ns
  – Relative slew slack: between 70% and 80%
  – Final period demand of the worst path: between 2 and 3 ns
  – Final Hold Violation Tally: 0
  – RSZ-0062 raised after global routing: yes
  – Fin. max-slew vios: 0
  – Final setup viols: 88

Placed design
  – HPWL Detailed: ~5 mm
  – Final Wtd Congestion: approximately 0.86
  – IO Port Bufs: 34

Die
  – Core area: roughly 11000 sq um
  – Chip height: between 100 and 150 microns
  – Fp util: 31.13%
  – I/O pins: 35
  – Die width: 108.8 microns
  – Row Count: 38
  – Die area: around 12000 sq um

Power
  – Power Density: 2311 nW/um^2
  – Leakage power: 2.120 nW
  – Power, Total: 12.15 mW
  – VDD IR max: between 0.001 and 0.0015 V

Final layout
  – Biggest regs: dp.reg_r.out (16), dp.sign_ext.out (16)
  – # fillers: 935
  – Final Core Density: 47.88%
  – Layout overhead on the synthesized area: 53.79%
  – Layout cells sized above 1: 45.25%
report_power, final:
| group | internal, mW | switching, mW | leakage, nW |
|---|---|---|---|
| sequential | 2.96 | 0.437 | 0.627 |
| combinational | 3.59 | 2.91 | 1.34 |
| clock | 1.47 | 0.783 | 0.157 |
| total | 8.02 | 4.13 | 2.12 |
final timing paths:
check / start / endpoint / depth (start not counted)
max: cu.upc_reg.upc[1]$_DFFE_PP0P_ / dp.reg_r.out[13]$_DFFE_PP_ / 12
min: reset / cu.upc_reg.upc[3]$_DFFE_PP0P_ / 3
max reg2reg: cu.upc_reg.upc[1]$_DFFE_PP0P_ / dp.reg_r.out[13]$_DFFE_PP_ / 12
min reg2reg: dp.reg_r.out[3]$_DFFE_PP_ / dp.sign_ext.out[2]$_DFFE_PP_ / 0
max in group asynchronous: cu.upc_reg.upc[4]$_DFFE_PP0P_ / dp.reg_a.out[3]$_DFFE_PP0P_ / 5
min in group clk0: dp.reg_r.out[3]$_DFFE_PP_ / dp.sign_ext.out[2]$_DFFE_PP_ / 0
area by class of cell:
| type | instances | area, sq um | area share [%] |
|---|---|---|---|
| clock inverter | 7 | 102.6 | 1.951 |
| timing repair buffer | 117 | 1101 | 20.94 |
| tap | 140 | 175.2 | 3.331 |
| inverter | 15 | 63.81 | 1.213 |
| sequential | 65 | 1836 | 34.90 |
| clock buffer | 9 | 225.2 | 4.283 |
| multi-input combinational | 187 | 1755 | 33.38 |
worst max-delay path, stage by stage, from the launching register on:
cell and delay [ns]:
dfrtp_2 0.41, inv_2 0.08, ha_4 0.15, nand2_4 0.06
nor3_4 0.19, nor2_1 0.10, xor2_1 0.18, ha_1 0.35
a21oi_4 0.20, a31oi_4 0.12, or3_4 0.40, a21oi_2 0.12
a21oi_1 0.04
per-stage QoR:
stage,hold slack [ns],cell area [sq um],worst slack (ns),cells,TNS (ns)
finish,0.3017,5259,-1.154,540,-25.66
detailed placement,0.4360,4438,-1.147,500,-28.34
global route,0.3377,5259,-1.256,540,-30.56
floorplan,0.1096,3545,-1.194,279,-18.06
global placement,0.4303,4438,-1.106,500,-27.82
CTS,0.2945,5114,-1.102,532,-25.74
cells by family after synthesis:
kind of cell,Yosys count,share of synthesized area (%)
AOI/OAI and AO/OA,53,10.28
xor gates and xnor gates,12,3.074
adders and majority gates,19,7.172
buffers and inverters,28,4.793
DFF,64,53.13
latches,1,0.4389
muxes,35,11.27
and+or+nand+nor,67,9.843
layer usage:
layer	part of all wire, %	vias up
met2	44	57
met1	51	1178
met5	0	-
li1	-	1264
met4	0.49	0
met3	5.3	4
placed cells by master (no fill, tap or decap), drive strengths merged, types with 3 or more instances in the layout:
master and count:
o211ai 3, buf 83, nor2 18, mux2 28, and3 4, xnor2 4, nor3 8, ha 18
mux2i 7, nand3 4, nand2b 7, a21oi 23, xor2 8, dfxtp 4, edfxtp 47, nand2 19
inv 17, a31oi 4, a211oi 4, clkbuf 9, dfrtp 13, clkdlybuf4s50 30, o21ai 10
what timing repair did:
action | 4_1_cts | 5_1_grt
setup buffers | 14 | 12
pin swaps | 22 | 16
setup endpoints to repair | 89 | 94
cloned | 4 | 0
gates resized | 48 | 25
Power and IR drop assume default switching activity.
